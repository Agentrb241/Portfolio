`flow/design.v`:
```
`timescale 1ns / 1ps
module street_lights #(
 parameter NBITS = 32
)
(
input wire b_one ,
input wire b_two ,
input wire clk ,
output reg light_one,
output reg light_two,
output reg light_three
);
wire timer;
wire b_pressed_one;
wire b_pressed_two;
reg select;
reg [2:0] current_state ;
reg [2:0] next_state ;
reg reset;
reg init;
wire [NBITS-1:0] cnt_ini ;
wire [NBITS-1:0] cnt_rst ;
wire [NBITS-1:0] cnt_rst_two;
always @(posedge clk) begin
current_state = next_state ;
end
assign cnt_ini = 32'h0000 ;
assign cnt_rst = 32'h8F0D180;  
assign cnt_rst_two = 32'hEE6B280;
localparam ONE = 3'b000 ;
localparam ONEtoTWO = 3'b001 ;
localparam TWO = 3'b010 ;
localparam THREE = 3'b011;
localparam FOUR = 3'b100;
localparam transitionlol = 3'b101;
always @( current_state ) begin
case (current_state)
 ONE : begin
    light_one = 1'b1;
	 light_two = 1'b0;
	 light_three = 1'b0;
    reset = 1'b0;
	 init = 1'b0;
	 select = 1'b0;
    if (timer == 1) begin
		if(b_pressed_one == 1 && b_pressed_two == 0) begin
			next_state = THREE;
		end
		else if(b_pressed_one == 0 && b_pressed_two == 1)begin
			next_state = FOUR;
		end
		else begin
			next_state = ONEtoTWO;
		end
	 end
    else begin
        next_state = ONE;
    end
 end
 ONEtoTWO : begin
    light_one = 1'b0;
	 light_two = 1'b0;
	 light_three = 1'b0;
    reset = 1'b1;
	 init = 1'b1;
	 select = 1'b0;
    next_state = TWO;
end
 TWO: begin
    light_one = 1'b0;
	 light_two = 1'b1;
	 light_three = 1'b0;
    reset = 1'b0;
	 init = 1'b0;
	 select = 1'b0;
    if (timer == 1) begin
		if(b_pressed_one == 1 && b_pressed_two  == 0) begin
			next_state = THREE;
		end
		else if(b_pressed_one == 0 && b_pressed_two == 1) begin
			next_state = FOUR;
		end
		else begin
			next_state = ONE;
		end
	 end
    else begin
        next_state = TWO;
    end
 end
THREE : begin
	light_one = 1'b1;
	light_two = 1'b0;
	light_three = 1'b1;
	reset = 1'b0;
	init = 1'b1;
	select = 1'b1;
	if (timer == 1) begin
		next_state = TWO;
	end
	else begin
		next_state = THREE;
	end
end
FOUR : begin
	light_one = 1'b0;
	light_two = 1'b1;
	light_three = 1'b1;
	reset = 1'b0;
	init = 1'b1;
	select = 1'b1;
	if (timer == 1) begin
		next_state = ONE;
	end
	else begin
		next_state = FOUR;
	end
end
 default: begin
	light_one = 1'b0 ;
	light_two = 1'b0;
	light_three = 1'b0;
	reset = 1'b1;
	select = 1'b0;
	next_state = ONE ;
 end
endcase
end
timer_st #( .NBITS(NBITS) ) timerst (
.timer(timer),
.clk(clk),
.reset(reset) ,
.select(select),
.cnt_ini(cnt_ini) ,
.cnt_rst(cnt_rst) ,
.cnt_rst_two(cnt_rst_two)
);
buttonPressed buttonPressed(
	.clk(clk),
	.b(b_one),
	.init(init),
	.b_pressed(b_pressed_one)
);
buttonPressed_two buttonPressed_two(
	.clk(clk),
	.b(b_two),
	.init(init),
	.b_pressed(b_pressed_two)
);
endmodule
module buttonPressed(
input wire clk,
input wire b,
input wire init,
output wire b_pressed
); 
reg pressed;
always @(posedge clk) begin
	if (b == 1) begin
		pressed = 1'b1;
	end
	if (init == 1) begin
		pressed = 1'b0;
	end
end
assign  b_pressed = pressed;
endmodule 
module buttonPressed_two(
input wire clk,
input wire b,
input wire init,
output wire b_pressed
); 
reg pressed;
always @(posedge clk) begin
	if (b == 1) begin
		pressed = 1'b1;
	end
	if (init == 1) begin
		pressed = 1'b0;
	end
end
assign  b_pressed = pressed;
endmodule 
module flopr #( parameter NBITS = 16 )(
 input clk,
input reset,
input [NBITS-1:0] cnt_ini,
input [NBITS-1:0] nextq,
output[NBITS-1:0] q
);
reg [NBITS-1:0] iq ;
always @(posedge clk) begin
 if (reset) begin
iq <= cnt_ini ;
 end
 else begin
iq <= nextq;
 end
end
assign q = iq ;
endmodule
module comparatorgen_st #( parameter NBITS = 16 )(
output wire r ,
input wire[NBITS-1:0] a ,
input wire[NBITS-1:0] b );
wire [NBITS-1:0] iresult ;
genvar k ;
generate
for (k=0; k < NBITS; k = k+1)
begin : blk
 xor c1 (iresult[k], a[k], b[k] ) ;
end
endgenerate
assign r = ~(|iresult);
endmodule
module fulladder_st(
output wire r,
output wire cout,
input wire a,
input wire b,
input wire cin
) ;
assign r = (a ^ b) ^ (cin) ;
assign cout = (a & b) | ( a & cin ) | ( b & cin ) ;
endmodule
module addergen_st #( parameter NBITS = 16 )(
output wire[NBITS-1:0] r ,
output wire cout ,
input wire[NBITS-1:0] a ,
input wire[NBITS-1:0] b ,
input wire cin ) ;
wire [NBITS:0] carry;
assign carry[0]= cin ;
genvar k ;
generate
for (k=0; k < NBITS; k = k+1)
begin : blk
 fulladder_st FA (
 .r(r[k]),
 .cout(carry[k+1]),
 .a(a[k]),
 .b(b[k]),
 .cin(carry[k]) ) ;
end
endgenerate
assign cout = carry[NBITS] ;
endmodule
module adder #( parameter NBITS = 16 )(
input [NBITS-1:0] q ,
input [NBITS-1:0] cnt_ini ,
input [NBITS-1:0] cnt_rst ,
output[NBITS-1:0] nextq,
output tick
);
wire same ;
wire[NBITS-1:0] inextq;
addergen_st #(.NBITS(NBITS))
nextval ( .r(inextq),  
 .cout(),  
 .a(q),  
 .b(16'b0000_0001),  
 .cin(16'b0000_0000) ) ;  
comparatorgen_st #(.NBITS(NBITS))
comparator (
.r(same) ,
.a(inextq),
.b(cnt_rst) );
assign tick = (same) ? 'd1 : 'd0 ;
assign nextq = (same) ? cnt_ini : inextq ;
endmodule
module timer_st #(
 parameter NBITS = 32
)
(
 output wire timer ,
 input wire clk ,
 input wire reset,
 input wire select,
 input [NBITS-1:0] cnt_ini ,
 input [NBITS-1:0] cnt_rst ,
 input [NBITS-1:0] cnt_rst_two
);
wire [NBITS-1:0] q ;
wire [NBITS-1:0] qnext ;
reg [NBITS-1:0] count ;
always @(posedge clk) begin
	if(select == 0)begin 
		count = cnt_rst;
	end
	else if (select == 1) begin
		count = cnt_rst_two;
	end
end
adder #( .NBITS(NBITS ) )
 c1 (.q(q),
.cnt_ini(cnt_ini),
.cnt_rst(count),
.nextq(qnext),
.tick(timer) );
flopr #( .NBITS(NBITS ) )
 c2 (.clk(clk),
.reset(reset),
.cnt_ini(cnt_ini),
.nextq(qnext),
.q(q) );
endmodule
```
`flow/run.sh`:
```
#!/bin/bash
# OpenROAD 26Q1-2900-gdf79404cd8, Yosys 0.63+post, stock flow scripts
make -C /OpenROAD-flow-scripts/flow DESIGN_CONFIG=/design/flow/config.mk WORK_HOME=/design/flow/orfs finish
```
`flow/config.mk`:
```
export PLATFORM = sky130hd
export DESIGN_NAME = street_lights
export DESIGN_NICKNAME = street_lights
export VERILOG_FILES = /design/flow/design.v
export SDC_FILE = /design/flow/constraint.sdc
export NUM_CORES = 4
export LEC_CHECK = 1
export CORE_AREA = 10 10 109 109
export DIE_AREA = 0 0 119 119
```
`flow/constraint.sdc`:
```
current_design street_lights

set clk_period 6.3
set clk_io_pct 0.2

create_clock -name clk0 -period $clk_period [get_ports {clk}]

set non_clock_inputs [all_inputs -no_clocks]
set_input_delay [expr $clk_period * $clk_io_pct] -clock clk0 $non_clock_inputs
set_output_delay [expr $clk_period * $clk_io_pct] -clock clk0 [all_outputs]
```
==> run notes <==
The run has ended; figures from its reports follow.

STA classifies the critical path endpoint as a flip-flop. The pin count of the biggest net entering global routing is 22. The via count of the first global-routing pass came out at 1,028. In this run the most used layer during global routing was met1. The worst reg-to-reg setup slack came out at 40 ps. For this design the top-level I/O count stands at 6. Of all nets on the critical path, the largest fanout is 3. The number of maximum-capacitance violations came out at 0. The cell area after synthesis came out at 0.00169 sq mm. The count of final setup violators came out at 0. The worst setup path is launched from a flip-flop.

The area added between synthesis and finish came out at 46.2%. The global routing report lists combined usage of all routing layers as 3.99%. Once placement finished, the instance area stood at 0.00225 sq mm. The worst-case reg-to-reg path depth came out at 35. The count of synthesis-stage warnings from yosys is 5. The placeable core area came out at 0.00964 sq mm. The highest attainable clock frequency is 160 MHz. The clock-pin transition on the worst setup and hold timing paths came out at 70 ps. The number of antenna violations at the first check in global routing came to 0. The number of levels the H-tree was split into came out at 2. The share of post-route cells with drive strength above 1 is 31.6%.

The clock skew after layout came out at 9.22 ps. The count of distinct cell types in the synthesized netlist came out at 27. The leakage power came out at 0.882 nW. The average routed wire per standard cell came out at 8.95 microns. The power per unit of standard cell area is 186 mW/mm^2.

The flow ran to the end, and the final reports show no timing, DRC or antenna violations. The number of routed nets with antenna violations came out at 0. The data arrival time of the critical path came out at 6480 ps.

The path class of the lowest-slack min-delay path is reg2reg. In the global route stage, met3 resource usage came out at 1.34%. Setup repair after global routing could not meet its margin everywhere.

The number of buffers on the longest clock path is 2. Endpoints failing hold in the final report were tallied at 0. The number of register pins that no clock reaches came out at 1. After synthesis, the design contains 156 cells according to Yosys. Per the repair_timing log after CTS, setup buffers inserted total 0.

The number of violations reported at the end of detailed-routing iteration 0 is 42. The smallest hold slack came out at 481 ps. The start point of the worst hold path is buttonPressed_two.pressed. As reported, the later end of the worst-skew pair has a clock insertion delay of 290 ps. The worst pin sits at a relative slew slack of 74.0%.

The total clock buffers created by CTS came out at 5. Global routing finished with a remaining overflow of 0. The die is 119 microns wide.

The data required time at the worst endpoint came out at 6520 ps. Antenna repair during routing inserted a diode count of 0. The starting density of the core is 17.6%. The cell count of the worst hold path is 2.

The clock period minus final worst setup slack came out at 6260 ps. The multiplexer share of the synthesized area came out at 0.665%. The synthesis area per yosys is 0.00169 sq mm.

The synthesized netlist devotes 3.40% of its cell area to compound gates. The adder and majority cell fraction of the synthesized area is 22.7%. Looking at the reg2reg group, the worst path ends at current_state[0].

Looking at the clock tree report, the root buffer type is sky130_fd_sc_hd__clkbuf_8. The post-DP HPWL came out at 2030 microns. The critical path's slowest stage uses the library cell sky130_fd_sc_hd__dfxtp_2. The count of endpoints without a timing constraint came out at 1. For this run, design rule violations remaining after detail routing come to 0. The flip-flop and latch count after synthesis came out at 40.

The beginning of the worst register-to-register path is timerst.c2.iq[0]. The number of detailed-route iterations in the first pass came out at 4. The number of instances in the synthesized netlist is 156. For hold timing, the worst endpoint is buttonPressed_two.pressed. The part of the cycle the worst path needs is 99.4%. The aggregate routed wire length came out at 2720 microns. The first global-routing pass estimated 4750 microns of wire. The global placer's final weighted congestion came out at 0.775. In the layout the commonest cells are sky130_fd_sc_hd__dfxtp_1, sky130_fd_sc_hd__and2_1, sky130_fd_sc_hd__ha_4. The synthesized area per cell came out at 10.9 sq um. The clock tree from TritonCTS is yes. Across all stage logs, warnings added up to 26. In this run, the synthesized area fraction spent on xor and xnor cells is recorded as 1.03%. The fraction of met1 tracks used by global routing is 5.86%. The routed via count came out at 1,070. IR analysis of the VDD net gives a maximum drop of 0.0000830 V. The largest single stage delay on the critical path is 340 ps. The fraction of the mapped netlist area in simple logic gates came out at 23.0%.

The die outline height came out at 119 microns. The met2 layer usage reported by global route is 5.74%. Dividing the detail-routed via count by the number of cells gives 3.52. The top cell type in the final layout, fill and taps aside, is sky130_fd_sc_hd__dfxtp_1. Looking at the setup timing report, the critical path kind is reg2reg. The cell that appears most often on the critical path is sky130_fd_sc_hd__ha_4. In the final report, the number of pins over their slew limit comes to 0. Row generation in the floorplan step produced 36 rows. According to the floorplan report, the total die area is 0.0142 sq mm. Among the non-sequential cells, simple AND/OR/NAND/NOR gates take the most area. The transition time at the pin with the least slew margin came out at 386 ps. The cell area after layout came out at 0.00248 sq mm.

The number of input and output port buffers inserted is 5.
## cell usage after synthesis (all sizes together)
cell	instances	share of area, %
nor4b	2	1.9
nor2	11	2.4
o2111ai	1	0.52
inv	5	1.1
clkbuf	1	0.22
maj3	1	0.59
buf	3	0.89
dlxtn	1	0.89
a21oi	3	0.89
dfxtp	39	46
ha	30	22
a211oi	1	0.44
nor3	2	0.59
nor4bb	2	1.2
and2	30	11
xnor2	2	1.0
or3b	1	0.52
nor2b	2	0.74
nor4	3	1.1
o21ai	4	1.2
and3b	1	0.52
nand4	2	0.74
and4	2	1.0
mux2	1	0.66
nand2	5	1.1
o22ai	1	0.37
## cells by family after synthesis
group / after synthesis
adders and majority gates: 31
muxes: 1
DFF: 39
latches: 1
and+or+nand+nor: 63
buffers and inverters: 9
AOI/OAI and AO/OA: 10
xor gates and xnor gates: 2
## critical path, delay by kind of cell (launching register included)
family / cells / cell delay, ps
AOI/OAI and AO/OA: 1 / 170
adders and majority gates: 29 / 4510
buffers and inverters: 1 / 170
DFF: 1 / 340
muxes: 1 / 290
and+or+nand+nor: 3 / 660
## stage by stage
stage               power [W]  std cells  setup slack, ps  util [%]  TNS (ps)
global route         0.000477        304             -145      25.7     -2930
detailed placement   0.000253        296             -231      23.4     -5710
CTS                  0.000468        304             3.80      25.6         0
global placement     0.000253        296             -206      23.4     -4780
floorplan            0.000252        156             8.72         -         0
finish               0.000461        304             39.4      25.7         0
## state kept, by name (all words and copies together) (netlist names)
| register | count |
|---|---|
| buttonPressed.pressed | 1 |
| buttonPressed_two.pressed | 1 |
| current_state | 3 |
| init | 1 |
| timerst.c2.iq | 32 |
| timerst.count | 2 |
## how the worst max path moves through the flow
stage	start	end	cells past startpoint
after CTS	timerst.c2.iq[0]	current_state[0]	36
after global routing	timerst.c2.iq[0]	current_state[0]	35
final	timerst.c2.iq[0]	current_state[0]	35
## timing repair
action / 4_1_cts / 5_1_grt
resized: 12 / 3
hold buffers: 0 / 0
endpoints found under the setup margin: 34 / 34
pin swaps: 26 / 2
## area by class of cell
type	count	area (sq um)
multi-input combinational	107	1280
sequential	40	798
inverter	5	18.8
timing repair buffer	11	98.8
clock buffer	6	82.6
tap	133	166
clock inverter	2	35.0
fill	1020	7160
## where the power goes
group / switching [W] / internal, W / total (W)
logic: 0.000000144 / 0.00000108 / 0.00000122
clock network: 0.0000851 / 0.000128 / 0.000213
registers: 0.0000000000000000000441 / 0.000246 / 0.000246
total: 0.0000852 / 0.000375 / 0.000461
## layer usage
metal	vias to the layer above	share of wire, %
li1	564	-
met1	491	52
met2	11	43
met3	4	4.1
met4	0	1.3
met5	-	0
Power is estimated from default activity; no workload was simulated.
